==> design/flow/design.v <==
`timescale 1ns / 1ps
module aux_seg_display(
    input clk,
    input [31:0] dout,
    output reg [7:0] sel_seg,
    output reg [6:0] seg7
    );
    reg [25:0] count_clk;
    reg [6:0] out_dis[7:0];
    always @ (posedge clk) begin
        if (count_clk == 5000000) count_clk = 0;
        else count_clk = count_clk + 1;
    end
    always @ (count_clk) begin
        case (count_clk[18:16])
            0:begin sel_seg = 8'b11111110; seg7 = out_dis[0]; end
            1:begin sel_seg = 8'b11111101; seg7 = out_dis[1]; end
            2:begin sel_seg = 8'b11111011; seg7 = out_dis[2]; end
            3:begin sel_seg = 8'b11110111; seg7 = out_dis[3]; end
            4:begin sel_seg = 8'b11101111; seg7 = out_dis[4]; end
            5:begin sel_seg = 8'b11011111; seg7 = out_dis[5]; end
            6:begin sel_seg = 8'b10111111; seg7 = out_dis[6]; end
            7:begin sel_seg = 8'b01111111; seg7 = out_dis[7]; end
            default:begin sel_seg = 8'b11111111; end
        endcase           
    end
    always @ (dout) begin
        case (dout[3:0]) 
        0: out_dis[0] = 7'b1000000;
        1: out_dis[0] = 7'b1111001;
        2: out_dis[0] = 7'b0100100;
        3: out_dis[0] = 7'b0110000;
        4: out_dis[0] = 7'b0011001;
        5: out_dis[0] = 7'b0010010;
        6: out_dis[0] = 7'b0000010;
        7: out_dis[0] = 7'b1111000;
        8: out_dis[0] = 7'b0000000;
        9: out_dis[0] = 7'b0010000;
        10: out_dis[0] = 7'b0001000;
        11: out_dis[0] = 7'b0000011;
        12: out_dis[0] = 7'b1000110;
        13: out_dis[0] = 7'b0100001;
        14: out_dis[0] = 7'b0000110;
        15: out_dis[0] = 7'b0001110;
        default: out_dis[0] = 7'b1111111;
    endcase    
        case (dout[7:4]) 
        0: out_dis[1] = 7'b1000000;
        1: out_dis[1] = 7'b1111001;
        2: out_dis[1] = 7'b0100100;
        3: out_dis[1] = 7'b0110000;
        4: out_dis[1] = 7'b0011001;
        5: out_dis[1] = 7'b0010010;
        6: out_dis[1] = 7'b0000010;
        7: out_dis[1] = 7'b1111000;
        8: out_dis[1] = 7'b0000000;
        9: out_dis[1] = 7'b0010000;
        10: out_dis[1] = 7'b0001000;
        11: out_dis[1] = 7'b0000011;
        12: out_dis[1] = 7'b1000110;
        13: out_dis[1] = 7'b0100001;
        14: out_dis[1] = 7'b0000110;
        15: out_dis[1] = 7'b0001110;
        default: out_dis[1] = 7'b1111111;
    endcase    
        case (dout[11:8]) 
        0: out_dis[2] = 7'b1000000;
        1: out_dis[2] = 7'b1111001;
        2: out_dis[2] = 7'b0100100;
        3: out_dis[2] = 7'b0110000;
        4: out_dis[2] = 7'b0011001;
        5: out_dis[2] = 7'b0010010;
        6: out_dis[2] = 7'b0000010;
        7: out_dis[2] = 7'b1111000;
        8: out_dis[2] = 7'b0000000;
        9: out_dis[2] = 7'b0010000;
        10: out_dis[2] = 7'b0001000;
        11: out_dis[2] = 7'b0000011;
        12: out_dis[2] = 7'b1000110;
        13: out_dis[2] = 7'b0100001;
        14: out_dis[2] = 7'b0000110;
        15: out_dis[2] = 7'b0001110;
        default: out_dis[2] = 7'b1111111;
    endcase    
        case (dout[15:12]) 
        0: out_dis[3] = 7'b1000000;
        1: out_dis[3] = 7'b1111001;
        2: out_dis[3] = 7'b0100100;
        3: out_dis[3] = 7'b0110000;
        4: out_dis[3] = 7'b0011001;
        5: out_dis[3] = 7'b0010010;
        6: out_dis[3] = 7'b0000010;
        7: out_dis[3] = 7'b1111000;
        8: out_dis[3] = 7'b0000000;
        9: out_dis[3] = 7'b0010000;
        10: out_dis[3] = 7'b0001000;
        11: out_dis[3] = 7'b0000011;
        12: out_dis[3] = 7'b1000110;
        13: out_dis[3] = 7'b0100001;
        14: out_dis[3] = 7'b0000110;
        15: out_dis[3] = 7'b0001110;
        default: out_dis[3] = 7'b1111111;
    endcase    
        case (dout[19:16]) 
        0: out_dis[4] = 7'b1000000;
        1: out_dis[4] = 7'b1111001;
        2: out_dis[4] = 7'b0100100;
        3: out_dis[4] = 7'b0110000;
        4: out_dis[4] = 7'b0011001;
        5: out_dis[4] = 7'b0010010;
        6: out_dis[4] = 7'b0000010;
        7: out_dis[4] = 7'b1111000;
        8: out_dis[4] = 7'b0000000;
        9: out_dis[4] = 7'b0010000;
        10: out_dis[4] = 7'b0001000;
        11: out_dis[4] = 7'b0000011;
        12: out_dis[4] = 7'b1000110;
        13: out_dis[4] = 7'b0100001;
        14: out_dis[4] = 7'b0000110;
        15: out_dis[4] = 7'b0001110;
        default: out_dis[4] = 7'b1111111;
    endcase    
        case (dout[23:20]) 
        0: out_dis[5] = 7'b1000000;
        1: out_dis[5] = 7'b1111001;
        2: out_dis[5] = 7'b0100100;
        3: out_dis[5] = 7'b0110000;
        4: out_dis[5] = 7'b0011001;
        5: out_dis[5] = 7'b0010010;
        6: out_dis[5] = 7'b0000010;
        7: out_dis[5] = 7'b1111000;
        8: out_dis[5] = 7'b0000000;
        9: out_dis[5] = 7'b0010000;
        10: out_dis[5] = 7'b0001000;
        11: out_dis[5] = 7'b0000011;
        12: out_dis[5] = 7'b1000110;
        13: out_dis[5] = 7'b0100001;
        14: out_dis[5] = 7'b0000110;
        15: out_dis[5] = 7'b0001110;
        default: out_dis[5] = 7'b1111111;
    endcase
        case (dout[27:24]) 
        0: out_dis[6] = 7'b1000000;
        1: out_dis[6] = 7'b1111001;
        2: out_dis[6] = 7'b0100100;
        3: out_dis[6] = 7'b0110000;
        4: out_dis[6] = 7'b0011001;
        5: out_dis[6] = 7'b0010010;
        6: out_dis[6] = 7'b0000010;
        7: out_dis[6] = 7'b1111000;
        8: out_dis[6] = 7'b0000000;
        9: out_dis[6] = 7'b0010000;
        10: out_dis[6] = 7'b0001000;
        11: out_dis[6] = 7'b0000011;
        12: out_dis[6] = 7'b1000110;
        13: out_dis[6] = 7'b0100001;
        14: out_dis[6] = 7'b0000110;
        15: out_dis[6] = 7'b0001110;
        default: out_dis[6] = 7'b1111111;
    endcase   
        case (dout[31:28]) 
        0: out_dis[7] = 7'b1000000;
        1: out_dis[7] = 7'b1111001;
        2: out_dis[7] = 7'b0100100;
        3: out_dis[7] = 7'b0110000;
        4: out_dis[7] = 7'b0011001;
        5: out_dis[7] = 7'b0010010;
        6: out_dis[7] = 7'b0000010;
        7: out_dis[7] = 7'b1111000;
        8: out_dis[7] = 7'b0000000;
        9: out_dis[7] = 7'b0010000;
        10: out_dis[7] = 7'b0001000;
        11: out_dis[7] = 7'b0000011;
        12: out_dis[7] = 7'b1000110;
        13: out_dis[7] = 7'b0100001;
        14: out_dis[7] = 7'b0000110;
        15: out_dis[7] = 7'b0001110;
        default: out_dis[7] = 7'b1111111;
    endcase       
    end    
endmodule
==> design/flow/run.sh <==
#!/bin/bash
# OpenROAD 26Q1-2900-gdf79404cd8, Yosys 0.63+post, stock flow scripts
make -C /OpenROAD-flow-scripts/flow DESIGN_CONFIG=/design/flow/config.mk WORK_HOME=/design/flow/orfs finish
==> design/flow/config.mk <==
export PLATFORM = sky130hd
export DESIGN_NAME = aux_seg_display
export DESIGN_NICKNAME = aux_seg_display
export VERILOG_FILES = /design/flow/design.v
export SDC_FILE = /design/flow/constraint.sdc
export NUM_CORES = 4
export LEC_CHECK = 1
export CORE_UTILIZATION = 50
==> design/flow/constraint.sdc <==
current_design aux_seg_display

set clk_period 4.0
set clk_io_pct 0.2

create_clock -name clk0 -period $clk_period [get_ports {clk}]

set non_clock_inputs [all_inputs -no_clocks]
set_input_delay [expr $clk_period * $clk_io_pct] -clock clk0 $non_clock_inputs
set_output_delay [expr $clk_period * $clk_io_pct] -clock clk0 [all_outputs]
==> COMMIT_EDITMSG <==
Refresh implementation metrics

* Fin Setup TNS: 0 ps
- Post-CTS setup repair buffer count: 0
- Final-layout fill cell count: 609
* Element type at the critical path start: input port
- For the worst-skew pair, the clock arrives at the later sink with an insertion delay of 260 ps.
- Once detail routing completed, the nets flagged for antenna violations numbered 0.
- The last timing report of the flow puts the setup violation total at 0.
* Number of flops mapped to enable cells by yosys: 0
- Slew @ Worst Pin: 726 ps
- The clock passes through at most 2 buffers.
- STA puts the critical path data arrival time at 3090 ps.
* Max Slew Vio Count: 0
- Post-detailed-placement half-perimeter wirelength: 6820 um
- For this run, the total global-route usage over all layers was measured as 0.238.
- Global-route wire length before repair: 14000 um
- Seq share, synth: 0.148
* Drc violations: 0
* Cell area after synthesis: 3510 sq um
* Worst setup skew after layout: 1.30 ps
- Ports placed on the boundary: 48
* Vias per Instance: 5.48
* Maximum number of pins on one net before global-route repair: 16
- Tool warnings: 74
- The path class of the tightest hold or removal check is flop to flop.
* Share of total power in the clock network: 0.238
- The floorplan step set the die width to 85.8 um.
* Final setup slack of the worst path: 110 ps
- The initial antenna violation count came to 0.
- After synthesis, the mean cell area works out to 7.55 sq um.
* Delay contributed by the slowest stage of the critical path: 560 ps
- The worst path in the final design needs a cycle of 3890 ps, including I/O delays and setup.
* Pre-CTS setup slack: 26.8 ps
- Area growth from synthesis to layout: 22.0%
* Number of buffers inserted for hold repair after clock tree synthesis: 0
- According to the report, the first pass of detailed routing completed in 4 iterations.
- The worst pin sits at a relative slew slack of 0.513.
* Number of sinks handled by clock tree synthesis: 26
- Per the placement log, port buffering inserted 47 buffers.
- WL/cell: 13.8 um
* Tcrit/Tclk final: 0.973
- Post-CTS repair ended up resizing 0 cells.
* Dominant logic cell types in the final layout: sky130_fd_sc_hd__ha_1 (57), sky130_fd_sc_hd__nor2_1 (48), sky130_fd_sc_hd__clkdlybuf4s50_1 (43), sky130_fd_sc_hd__nand2_1 (40)
- Proportion of register bits with asynchronous set or reset after synthesis: 0
- Routability-driven placement congestion ratio: 0.959
* Die height: 85.8 um
- The first routing iteration left 185 violations.
- Via count: 3366
- # Max-Cap Violations: 0
- Yosys-reported design area after synthesis: 3510 sq um
- IR Drop Worst-Case VDD: 0.119 mV
* Synth warnings: 2
- Among logic cells in the layout, the one with the most instances is sky130_fd_sc_hd__ha_1.
- Clock transition at path regs: 80 ps
* Routed wire length: 8460 um
* Core outline area: 6790 sq um
- The number of global-route vias before repair was 2993.
- Number of flip-flops in the largest register: 26
* Area of the die: 7360 sq um
- Static timing analysis puts the maximum clock frequency at 0.257 GHz.
- Yosys stat counts 465 cells in the synthesized netlist.
- TritonCTS built the clock tree.
- Final hold analysis gives a worst-case slack of 477 ps.
- The internal portion of the total power is 0.000474 W.
* Leakage component of the power: 1.83 nW
- Synthesis produced a netlist whose cell count is 465.
- Final hold violation count: 0
* Number of standard-cell rows in the floorplan: 30
- The worst setup path is of the input port to output port kind.
* Net Sw Frac: 0.305
- Yosys reg bits: 26
- Fraction of layout instances using a drive strength above 1: 0.100
- Critical path, cell by cell: clkdlybuf4s50_1 > inv_2 > ha_1 > nand2_1 > nand2_1 > a22oi_1 > o22ai_1 > or4_1 > clkdlybuf4s50_1
* Biggest fanout along the worst timing path: 6
- Cell Type Count: 56
- Total congestion overflow: 0
- The flow ran to the end, and the final reports show no timing, DRC or antenna violations.
* Root buf cell: sky130_fd_sc_hd__clkbuf_8
- Sequential fraction of design power: 0.379
- In this run the number of H-tree levels came out at 1.
- Data on the critical path is required at its endpoint by 3200 ps.
- Prevailing post-synth register cell: sky130_fd_sc_hd__dfxtp_1
- The worst setup path is captured at an output port.
- The power report attributes to the combinational group a share of 0.383.
- Power per cell area: 159 nW/um^2
* Net switching power: 0.000208 W
- The final antenna diode tally reported by the flow is 0.
- The initial utilization of the core area, before any placement, comes to 0.517.
- Cell at the slowest stage of the critical path: sky130_fd_sc_hd__or4_1
- Buffers inserted during clock tree synthesis total 3.
==> layer usage <==
metal / global-route usage / vias to the layer above / routed length (um)
li1: - / 1751 / -
met1: 0.373 / 1534 / 4260
met2: 0.382 / 75 / 3850
met3: 0.0107 / 6 / 280
met4: 0.0212 / 0 / 62
met5: 0 / - / 0
==> cell usage after synthesis (2+ instances only) <==
cell type,number,area [sq um]
sky130_fd_sc_hd__or4b_1,2,20.0
sky130_fd_sc_hd__ha_1,57,713
sky130_fd_sc_hd__o22ai_1,5,31.3
sky130_fd_sc_hd__o211ai_1,4,30.0
sky130_fd_sc_hd__xor2_1,9,78.8
sky130_fd_sc_hd__o21ai_0,8,40.0
sky130_fd_sc_hd__a2111oi_0,2,17.5
sky130_fd_sc_hd__a221oi_1,2,17.5
sky130_fd_sc_hd__nand2_1,40,150
sky130_fd_sc_hd__a21oi_1,33,165
sky130_fd_sc_hd__clkbuf_1,21,78.8
sky130_fd_sc_hd__mux2_2,2,22.5
sky130_fd_sc_hd__nor2_1,48,180
sky130_fd_sc_hd__a211oi_1,19,143
sky130_fd_sc_hd__nor2b_1,11,68.8
sky130_fd_sc_hd__mux2i_1,6,60.1
sky130_fd_sc_hd__inv_1,36,135
sky130_fd_sc_hd__xnor2_1,13,114
sky130_fd_sc_hd__mux4_2,4,90.1
sky130_fd_sc_hd__nor3_1,11,55.1
sky130_fd_sc_hd__and3_1,5,31.3
sky130_fd_sc_hd__a311oi_1,8,70.1
sky130_fd_sc_hd__and4bb_2,2,25.0
sky130_fd_sc_hd__a22oi_1,9,67.6
sky130_fd_sc_hd__nand3_1,13,65.1
sky130_fd_sc_hd__nor3b_1,2,15.0
sky130_fd_sc_hd__a21boi_0,4,30.0
sky130_fd_sc_hd__dfxtp_1,26,521
sky130_fd_sc_hd__a31oi_1,3,18.8
sky130_fd_sc_hd__o311a_1,3,30.0
sky130_fd_sc_hd__o21a_1,2,15.0
sky130_fd_sc_hd__o21bai_1,2,15.0
sky130_fd_sc_hd__nand2b_1,20,125
sky130_fd_sc_hd__nand4_1,7,43.8
sky130_fd_sc_hd__nor4_1,2,12.5
sky130_fd_sc_hd__nand3b_1,4,30.0
==> logic make-up (layout without fill, tap and decap cells) <==
group,Yosys count,after routing,synth area share
AOI/OAI and AO/OA,111,111,0.214
xor gates and xnor gates,22,22,0.0549
adders and majority gates,57,57,0.203
buffers and inverters,59,112,0.0652
DFF,26,26,0.148
muxes,13,13,0.0534
and+or+nand+nor,177,177,0.261
==> power by group through the flow <==
stage	registers, W	logic (W)	clock network, W
6_report	0.000258	0.000261	0.000162
4_1_cts	0.000259	0.000256	0.000168
5_1_grt	0.000259	0.000290	0.000178
==> cell type report <==
cell class	count	area [sq um]	share of cell area
Clock buffer	4	55.1	0.0129
Inverter	36	135	0.0315
Multi-Input combinational cell	380	2790	0.650
Sequential cell	26	520	0.121
Tap cell	96	120	0.0280
Timing Repair Buffer	72	668	0.156
==> worst max-delay path: cells and delay by family <==
family / cells / cell delay (ps)
buffers and inverters: 3 / 1060
and+or+nand+nor: 3 / 680
AOI/OAI and AO/OA: 2 / 320
adders and majority gates: 1 / 220
==> stage by stage <==
stage / std cells / instance area, sq um / utilization / total power, W
finish: 614 / 4280 / 0.631 / 0.000681
CTS: 614 / 4250 / 0.626 / 0.000682
floorplan: 465 / 3510 / - / 0.000412
global placement: 610 / 4200 / 0.618 / 0.000519
global route: 614 / 4280 / 0.631 / 0.000727
detailed placement: 610 / 4200 / 0.618 / 0.000519
==> final timing paths <==
kind                                    start       endpoint  slack [ps]  cells after the start
worst min register to register  count_clk[25]  count_clk[25]         480                      1
worst min-delay path            count_clk[25]  count_clk[25]         480                      1
worst max-delay path                  dout[0]        seg7[6]         110                      9
worst max register to register   count_clk[4]  count_clk[21]        1850                      5
Power and IR drop assume default switching activity.
